===== run.sh =====
#!/bin/bash
# OpenROAD 26Q1-2900-gdf79404cd8, Yosys 0.63+post, stock flow scripts
make -C /OpenROAD-flow-scripts/flow DESIGN_CONFIG=/design/flow/config.mk WORK_HOME=/design/flow/orfs finish

===== constraint.sdc =====
current_design Ascii2Binary_4D

set clk_period 1.5
set clk_io_pct 0.2

create_clock -name clk0 -period $clk_period [get_ports {i_Clock50MHz}]

set non_clock_inputs [all_inputs -no_clocks]
set_input_delay [expr $clk_period * $clk_io_pct] -clock clk0 $non_clock_inputs
set_output_delay [expr $clk_period * $clk_io_pct] -clock clk0 [all_outputs]

===== config.mk =====
export PLATFORM = sky130hd
export DESIGN_NAME = Ascii2Binary_4D
export DESIGN_NICKNAME = Ascii2Binary_4D
export VERILOG_FILES = /design/flow/design.v
export SDC_FILE = /design/flow/constraint.sdc
export NUM_CORES = 4
export LEC_CHECK = 1
export CORE_UTILIZATION = 40

===== design.v =====
`timescale 1ns / 1ps
module Ascii2Binary_4D(
    input i_Clock50MHz,
    input i_Reset,
    input i_LineComplete,
    input [47:0] i_AsciiValue,
    output reg [19:0] o_BinaryValue
);
	reg [7:0] ascii_digit0, ascii_digit1, ascii_digit2, ascii_digit3, ascii_digit4, ascii_digit5;
	initial begin
		o_BinaryValue = 16'd0;
		ascii_digit0  = 8'd0;
		ascii_digit1  = 8'd0;
		ascii_digit2  = 8'd0;
		ascii_digit3  = 8'd0;
		ascii_digit4  = 8'd0;
		ascii_digit5  = 8'd0;
	end
	always @(posedge i_Clock50MHz or posedge i_Reset) begin
		if (i_Reset) begin
		  o_BinaryValue = 16'd0;
		  ascii_digit0  = 8'd0;
		  ascii_digit1  = 8'd0;
		  ascii_digit2  = 8'd0;
		  ascii_digit3  = 8'd0;
		  ascii_digit4  = 8'd0;
		  ascii_digit5  = 8'd0;
		end 
		else begin
			if (i_LineComplete) begin
				if (i_AsciiValue[7:0] == 8'd0) begin
					ascii_digit0 = 8'd48;
				end
				if (i_AsciiValue[15:8] == 8'd0) begin
					ascii_digit1 = 8'd48;
				end
				if (i_AsciiValue[23:16] == 8'd0) begin
					ascii_digit2 = 8'd48;
				end
				if (i_AsciiValue[31:24] == 8'd0) begin
					ascii_digit3 = 8'd48;
				end
				if (i_AsciiValue[39:32] == 8'd0) begin
					ascii_digit4 = 8'd48;
				end
				if (i_AsciiValue[47:40] == 8'd0) begin
					ascii_digit5 = 8'd48;
				end
				if (i_AsciiValue[7:0] != 8'd0) begin
					ascii_digit0 = i_AsciiValue[7:0];
				end
				if (i_AsciiValue[15:8] != 8'd0) begin
					ascii_digit1 = i_AsciiValue[15:8];
				end
				if (i_AsciiValue[23:16] != 8'd0) begin
					ascii_digit2 = i_AsciiValue[23:16];
				end
				if (i_AsciiValue[31:24] != 8'd0) begin
					ascii_digit3 = i_AsciiValue[31:24];
				end
				if (i_AsciiValue[39:32] != 8'd0) begin
					ascii_digit4 = i_AsciiValue[39:32];
				end
				if (i_AsciiValue[47:40] != 8'd0) begin
					ascii_digit5 = i_AsciiValue[47:40];
				end
				o_BinaryValue = (ascii_digit5 - 8'd48) * 100000 +
									 (ascii_digit4 - 8'd48) * 10000 +
									 (ascii_digit3 - 8'd48) * 1000 +
									 (ascii_digit2 - 8'd48) * 100 +
									 (ascii_digit1 - 8'd48) * 10 +
									 (ascii_digit0 - 8'd48);
			end
		end
	end
endmodule
module Ascii2Binary_3D(
    input i_Clock50MHz,
    input i_Reset,
    input i_LineComplete,
    input [23:0] i_AsciiValue,
    output reg [7:0] o_BinaryValue
);
	reg [7:0] ascii_digit0, ascii_digit1, ascii_digit2;
	initial begin
		o_BinaryValue = 16'd0;
		ascii_digit0  = 8'd0;
		ascii_digit1  = 8'd0;
		ascii_digit2  = 8'd0;
	end
	always @(posedge i_Clock50MHz or posedge i_Reset) begin
		if (i_Reset) begin
		  o_BinaryValue = 16'd0;
		  ascii_digit0  = 8'd0;
		  ascii_digit1  = 8'd0;
		  ascii_digit2  = 8'd0;
		end 
		else begin
			if (i_LineComplete) begin
				if (i_AsciiValue[7:0] == 8'd0) begin
					ascii_digit0 = 8'd48;
				end
				if (i_AsciiValue[15:8] == 8'd0) begin
					ascii_digit1 = 8'd48;
				end
				if (i_AsciiValue[23:16] == 8'd0) begin
					ascii_digit2 = 8'd48;
				end
				if (i_AsciiValue[7:0] != 8'd0) begin
					ascii_digit0 = i_AsciiValue[7:0];
				end
				if (i_AsciiValue[15:8] != 8'd0) begin
					ascii_digit1 = i_AsciiValue[15:8];
				end
				if (i_AsciiValue[23:16] != 8'd0) begin
					ascii_digit2 = i_AsciiValue[23:16];
				end
				o_BinaryValue = (ascii_digit2 - 8'd48) * 100 +
									 (ascii_digit1 - 8'd48) * 10 +
									 (ascii_digit0 - 8'd48);
			end
		end
	end
endmodule

==> summary.txt <==
Observations from the implementation run.

Clock network:
- The run gives the clock tree from TritonCTS as done.
- Per the CTS log, the buffer count on the longest clock path is 2.
- The run gives the TritonCTS sink count as 20.
- For this design, the CTS-stage hold fixing added 0 buffers.
- The run puts the clock latency reported for the late side of the worst-skew pair at 250 ps.
- The run gives the number of CTS-inserted buffers as 3.
- The run gives the number of H-tree levels as 1.
- The tree is rooted in a sky130_fd_sc_hd__clkbuf_16.
- The run puts the clock-pin slew of the registers on the worst-case setup and hold paths at 50 ps.

Final layout:
- The run puts the post-layout utilization of the core at 0.625.
- The run gives the fraction of final layout cells sized beyond drive strength 1 as 0.408.
- The register with the most flip-flops in the layout has 20 of them.
- Compared with the post-synthesis result, the final layout area differs by 52.2%.
- The run gives the number of fill cells as 1668.
- The run gives the final cell count without fillers as 1590.

Floorplanning:
- The run gives the die outline height as around 150 um.
- After floorplanning, the core was divided into 54 placement rows.
- The run puts the die outline width at 152 um.
- The run puts the area of the die at 0.0232 mm2.
- The run gives the placeable core region as 0.0220 mm2.
- The run puts the I/O pin total at 71.
- The floorplan step records an initial core utilization of 0.411.

Global route:
- The run puts the pin count of the biggest net entering global routing at 21.
- The run puts the overall fraction of global-route tracks in use at 0.188.
- The run puts the first-pass GRT wire length at 34100 um.
- The initial antenna violation count was 0.
- Per the GRT congestion report, total overflow comes to 0.
- The via count of the first global-routing pass was approximately 7500.

Route:
- The run gives the remaining design rule violation count as 0.
- The run puts the vias after detailed routing at 7310.
- The run gives the sum of routed wire length over all layers as 19900 um.
- 0 antenna diodes ended up in the layout.
- The first TritonRoute pass finished after 23 iterations.
- The run puts the post-detailed-route count of antenna-violating nets at 0.
- For this sky-water flow run, the detailed-routed wirelength per cell is reported as between 10 and 15 um.
- For this block, the initial DRC count from the detailed router was 162.
- The run gives the post-detailed-route via-to-cell ratio as 4.60.

Synthesis:
- The run gives the area reported by Yosys stat as a little over 0.009 mm2.
- The run gives the cell type contributing the most total cell area after synthesis as sky130_fd_sc_hd__fa_1.
- The run puts the register bit count reported by yosys at 20.
- Per the synth stats, the proportion of register bits with asynchronous set or reset is 1.00.
- The run gives the number of synthesis warnings as 1.
- The run puts the count of flip-flops with a built-in enable after synthesis at 0.
- A synthesized cell averages 9.19 um2.
- The run gives the sequential cell area fraction in the yosys report as 0.0553.
- The run puts the portion of synthesized cell area occupied by the leading cell type at 0.288.
- The most frequently used library cell after synthesis is sky130_fd_sc_hd__inv_1.
- The main area contributors are sky130_fd_sc_hd__fa_1 (29%), sky130_fd_sc_hd__ha_1 (26%), sky130_fd_sc_hd__inv_1 (9.8%).
- The run gives the post-synth design cell area as 0.00905 mm2.
- The run puts the count of cell types in the netlist at 56.
- The commonest cells after synthesis are sky130_fd_sc_hd__inv_1 (236), sky130_fd_sc_hd__ha_1 (185), sky130_fd_sc_hd__fa_1 (130).
- Yosys stat counts between 900 and 1000 cells in the synthesized netlist.
- The run gives the dominant register cell in the synthesized netlist as sky130_fd_sc_hd__dfrtp_1.
- Synthesis produced a little under 1000 cells.

Worst setup path:
- The critical path's slowest stage uses the library cell sky130_fd_sc_hd__fa_1.
- In the setup report, the worst path falls into the class input port to flip-flop.
- STA lists the maximum fanout along the critical path as 3.
- The run gives the cell repeated most along the worst path as sky130_fd_sc_hd__fa_1.
- The worst setup path is launched from an input port.
- The run puts the arrival time reported for the critical path endpoint at 7490 ps.
- The run puts the maximum cell stage delay along the critical path at 560 ps.
- The run gives the endpoint class of the critical path as a flip-flop.
- The run gives the required time of the critical path as 1680 ps.

Worst hold path:
- Note that the worst hold path type here is input port to async pin.

Status:
- The final reports fail on setup timing.
- The run finished, with violations left.

STA:
- The run puts the fmax at 137 MHz.
- The run puts the actual transition at the worst max-transition pin at a little under 700 ps.
- The run puts the total count of hold-check failures in the final report at 0.
- Setup repair after global routing could not meet its margin everywhere.
- The run puts the final-layout worst hold slack at 373 ps.
- The run gives the smallest setup slack after layout as -5810 ps.
- The run puts the number of max-slew violations in the final report at 0.
- The routed design could run at a clock period as short as 7310 ps.
- The run gives the final count of negative-setup-slack endpoints as 17.
- The run gives the remaining max-slew budget at the tightest pin as 0.536.
- The run puts the worst clock skew at 0 ps.
- The run gives the post-layout period usage of the worst path as 4.88.

Job:
- The run gives the tool warning count as 36.
- The run puts the max-cap violation count at 0.

Placed design:
- Per the gpl log, the routability congestion estimate is 0.875.
- The run puts the cell total after placement at 1546.
- The run gives the setup slack after placement as -6730 ps.
- During placement, the flow inserted port buffers numbering about 70.
- The run gives the total half-perimeter wirelength after legalization and detailed placement as between 15000 and 20000 um.
-- worst max-delay path: cells and delay by family --
kind                       cells  cell delay (ps)
AOI/OAI and AO/OA              9             1660
xor gates and xnor gates       3              830
adders and majority gates      9             3440
buffers and inverters          8              610
and+or+nand+nor                4              650
-- path summary, 6_finish.rpt --
check / from / end / slack (ps) / depth (start not counted)
worst max-delay path: i_AsciiValue[27] / o_BinaryValue[19] / -5810 / 33
worst min-delay path: i_Reset / o_BinaryValue[3] / 370 / 3
worst max register to register: o_BinaryValue[18] / o_BinaryValue[18] / 610 / 2
worst min register to register: o_BinaryValue[14] / o_BinaryValue[14] / 500 / 1
max in group asynchronous: i_Reset / o_BinaryValue[15] / 910 / 3
min in group clk0: i_AsciiValue[0] / o_BinaryValue[0] / 430 / 3
-- metrics by stage --
step | area (um2) | setup TNS [ps]
final | 13800 | -69320
after CTS | 13300 | -69290
after global routing | 13800 | -73030
after detailed placement | 12400 | -82360
after floorplan | 9740 | -64430
after global placement | 12400 | -82190
-- routing by layer --
layer / vias up / global-route usage / wire length (um)
met3: 4 / 0.0359 / 860
li1: 3771 / - / -
met2: 92 / 0.331 / 9960
met1: 3443 / 0.260 / 8970
met4: 0 / 0.00729 / 91
met5: - / 0 / 0
-- cell usage in the layout, fill, tap and decap left out, drive strengths merged, types with 7 or more instances in the layout --
| cell | Yosys | layout |
|---|---|---|
| buf | 2 | 303 |
| inv | 238 | 238 |
| ha | 185 | 185 |
| fa | 130 | 130 |
| xnor2 | 75 | 75 |
| a21oi | 42 | 42 |
| nor2 | 37 | 37 |
| clkdlybuf4s50 | 0 | 34 |
| nand2 | 31 | 31 |
| xor2 | 26 | 26 |
| o21ai | 26 | 26 |
| o21bai | 21 | 21 |
| dfrtp | 20 | 20 |
| a21o | 17 | 17 |
| mux2 | 14 | 14 |
| nor3 | 13 | 13 |
| dlygate4sd2 | 0 | 11 |
| nand3 | 9 | 9 |
| nor4 | 7 | 7 |
| and2 | 7 | 7 |
-- cells by family (layout without fill, tap and decap cells) --
family,Yosys count,after routing,share of synthesized area
muxes,17,17,0.0207
buffers and inverters,271,596,0.113
AOI/OAI and AO/OA,133,133,0.0975
and+or+nand+nor,126,126,0.0683
xor gates and xnor gates,102,102,0.100
DFF,20,20,0.0553
adders and majority gates,316,316,0.545
-- cell type report --
| type | instances | area (um2) | area share |
|---|---|---|---|
| well taps | 280 | 350 | 0.0254 |
| flip-flops and latches | 20 | 500 | 0.0364 |
| clock buffers | 4 | 88.8 | 0.00645 |
| repair buffers | 354 | 2940 | 0.213 |
| inverters | 238 | 921 | 0.0669 |
| multi-input cells | 694 | 8970 | 0.652 |
-- timing repair --
action	CTS	global route
resized	214	101
pin swaps	160	91
buffers inserted	36	15
setup endpoints to repair	18	17
hold endpoints to repair	0	0
