**flow/run.sh**
```bash
#!/bin/bash
# OpenROAD 26Q1-2900-gdf79404cd8, Yosys 0.63+post, stock flow scripts
make -C /OpenROAD-flow-scripts/flow DESIGN_CONFIG=/design/flow/config.mk WORK_HOME=/design/flow/orfs finish
```
**flow/config.mk**
```make
export PLATFORM = sky130hd
export DESIGN_NAME = G_Code_Decoder
export DESIGN_NICKNAME = G_Code_Decoder
export VERILOG_FILES = /design/flow/design.v
export SDC_FILE = /design/flow/constraint.sdc
export NUM_CORES = 4
export LEC_CHECK = 1
export CORE_UTILIZATION = 50
```
**flow/constraint.sdc**
```tcl
current_design G_Code_Decoder

set clk_period 9.7
set clk_io_pct 0.2

create_clock -name clk0 -period $clk_period [get_ports {i_Clock50MHz}]

set non_clock_inputs [all_inputs -no_clocks]
set_input_delay [expr $clk_period * $clk_io_pct] -clock clk0 $non_clock_inputs
set_output_delay [expr $clk_period * $clk_io_pct] -clock clk0 [all_outputs]
```
**flow/design.v**
```verilog
module G_Code_Decoder (
	input i_Clock50MHz,
	input i_Reset,
	input i_SerialReady,
	input [7:0] i_SerialData,
	output o_STATE,
	output reg [47:0] o_FValue,
	output reg [47:0] o_XValue,
	output reg [47:0] o_YValue,
	output reg [47:0] o_ZValue,
	output reg [47:0] o_EValue,
	output reg [23:0] o_M1Value,
	output reg [23:0] o_M2Value,
	output reg [23:0] o_M3Value,
	output reg o_XDirection,
	output reg o_YDirection,
	output reg o_ZDirection,
	output reg o_EDirection,
	output reg o_LineComplete
	);
	localparam s_IDLE 	 = 4'd0;
	localparam s_G 		 = 4'd1;
	localparam s_F 		 = 4'd2;
	localparam s_X 		 = 4'd3;
	localparam s_Y 		 = 4'd4;
	localparam s_Z 		 = 4'd5;
	localparam s_E 		 = 4'd6;
	localparam s_H 		 = 4'd7;
	localparam s_B 		 = 4'd8;
	localparam s_S 		 = 4'd9;
	localparam s_COMPLETE = 4'd10;
	reg [3:0] r_STATE;
	reg [6:0] r_CompleteCounter;
	initial begin
		o_FValue 			= 48'd00000000_00000000_00000000_00110010_00110101_00110000;
		o_XValue 			= 48'd0;
		o_YValue 			= 48'd0;
		o_ZValue 			= 48'd0;
		o_EValue 			= 48'd0;
		o_M1Value			= 24'd0;
		o_M2Value			= 24'd0;
		o_M3Value			= 24'd0;
		o_XDirection 		= 1'b0;
		o_YDirection 		= 1'b0;
		o_ZDirection 		= 1'b0;
		o_EDirection 		= 1'b0;
		o_LineComplete 	= 1'b0;
		r_STATE				= 4'd0;
		r_CompleteCounter = 7'd0;
	end
	always @(posedge i_Clock50MHz, posedge i_Reset) begin
		if (i_Reset) begin
			o_FValue 			= 48'd0;
			o_XValue 			= 48'd0;
			o_YValue 			= 48'd0;
			o_ZValue 			= 48'd0;
			o_EValue 			= 48'd0;
			o_M1Value			= 24'd0;
			o_M2Value			= 24'd0;
			o_M3Value			= 24'd0;
			o_XDirection 		= 1'b0;
			o_YDirection 		= 1'b0;
			o_ZDirection 		= 1'b0;
			o_EDirection 		= 1'b0;
			o_LineComplete 	= 1'b0;
			r_STATE				= 4'd0;
			r_CompleteCounter = 7'd0;
		end
		else begin
			case (r_STATE)
				s_IDLE: begin
					r_CompleteCounter = 7'd0;
					o_LineComplete 	= 1'b0;
					if ((i_SerialReady) && i_SerialData == 8'd32) begin
						r_STATE = s_IDLE;
					end
					else if ((i_SerialReady) && i_SerialData == 8'd13) begin
						r_STATE = s_IDLE;
					end
					else  if ((i_SerialReady) && i_SerialData == 8'd72) begin
						o_M1Value = 24'd0;
						r_STATE   = s_H;
					end
					else  if ((i_SerialReady) && i_SerialData == 8'd66) begin
						o_M2Value = 24'd0;
						r_STATE   = s_B;
					end
					else  if ((i_SerialReady) && i_SerialData == 8'd83) begin
						o_M3Value = 24'd0;
						r_STATE   = s_S;
					end
					else  if ((i_SerialReady) && i_SerialData == 8'd71) begin
						r_STATE  			= s_G;
						o_XValue 			= 48'd0;
						o_YValue 			= 48'd0;
						o_ZValue 			= 48'd0;
						o_EValue 			= 48'd0;
						o_XDirection 		= 1'b0;
						o_YDirection 		= 1'b0;
						o_ZDirection 		= 1'b0;
						o_EDirection 		= 1'b0;
					end
					else begin
						r_STATE = s_IDLE;
					end
				end
				s_H: begin
					if ((i_SerialReady) && i_SerialData == 8'd13) begin
						r_STATE = s_COMPLETE;
					end
					else if ((i_SerialReady) && (i_SerialData != 8'd13)) begin
						o_M1Value 	   = o_M1Value << 8;
						o_M1Value[7:0] = i_SerialData;
					end
					else begin
						r_STATE = s_H;
					end
				end
				s_B: begin
					if ((i_SerialReady) && i_SerialData == 8'd13) begin
						r_STATE = s_COMPLETE;
					end
					else if ((i_SerialReady) && (i_SerialData != 8'd13)) begin
						o_M2Value 	   = o_M2Value << 8;
						o_M2Value[7:0] = i_SerialData;
					end
					else begin
						r_STATE = s_B;
					end
				end
				s_S: begin
					if ((i_SerialReady) && i_SerialData == 8'd13) begin
						r_STATE = s_COMPLETE;
					end
					else if ((i_SerialReady) && (i_SerialData != 8'd13)) begin
						o_M3Value 	   = o_M3Value << 8;
						o_M3Value[7:0] = i_SerialData;
					end
					else begin
						r_STATE = s_S;
					end
				end
				s_G: begin
					if ((i_SerialReady) && i_SerialData == 8'd32) begin
						r_STATE = s_G;
					end
					else if ((i_SerialReady) && i_SerialData == 8'd13) begin
						r_STATE = s_COMPLETE;
					end
					else  if ((i_SerialReady) && (i_SerialData == 8'd48) && (i_SerialData == 8'd49)) begin
						r_STATE = s_G;
					end
					else  if ((i_SerialReady) && i_SerialData == 8'd70) begin
						r_STATE = s_F;
					end
					else  if ((i_SerialReady) && i_SerialData == 8'd88) begin
						r_STATE = s_X;
					end
					else  if ((i_SerialReady) && i_SerialData == 8'd89) begin
						r_STATE = s_Y;
					end
					else  if ((i_SerialReady) && i_SerialData == 8'd90) begin
						r_STATE = s_Z;
					end
					else  if ((i_SerialReady) && i_SerialData == 8'd69) begin
						r_STATE = s_E;
					end
					else begin
						r_STATE = s_G;
					end
				end
				s_F: begin
					if ((i_SerialReady) && i_SerialData == 8'd32) begin
						r_STATE = s_G;
					end
					else if ((i_SerialReady) && i_SerialData == 8'd13) begin
						r_STATE = s_COMPLETE;
					end
					else if ((i_SerialReady) && (i_SerialData != 8'd32) && (i_SerialData != 8'd13)) begin
						o_FValue = o_FValue << 8;
						o_FValue[7:0] = i_SerialData;
					end
					else begin
						r_STATE = s_F;
					end
				end
				s_X: begin
					if ((i_SerialReady) && i_SerialData == 8'd32) begin
						r_STATE = s_G;
					end
					else if ((i_SerialReady) && i_SerialData == 8'd13) begin
						r_STATE = s_COMPLETE;
					end
					else if ((i_SerialReady) && i_SerialData == 8'd45) begin
						o_XDirection = 1'b1;
					end
					else if ((i_SerialReady) && (i_SerialData != 8'd32) && (i_SerialData != 8'd13) && (i_SerialData != 8'd45)) begin
						o_XValue = o_XValue << 8;
						o_XValue[7:0] = i_SerialData;
					end
					else begin
						r_STATE = s_X;
					end
				end
				s_Y: begin
					if ((i_SerialReady) && i_SerialData == 8'd32) begin
						r_STATE = s_G;
					end
					else if ((i_SerialReady) && i_SerialData == 8'd13) begin
						r_STATE = s_COMPLETE;
					end
					else if ((i_SerialReady) && i_SerialData == 8'd45) begin
						o_YDirection = 1'b1;
					end
					else if ((i_SerialReady) && (i_SerialData != 8'd32) && (i_SerialData != 8'd13) && (i_SerialData != 8'd45)) begin
						o_YValue = o_YValue << 8;
						o_YValue[7:0] = i_SerialData;
					end
					else begin
						r_STATE = s_Y;
					end
				end
				s_Z: begin
					if ((i_SerialReady) && i_SerialData == 8'd32) begin
						r_STATE = s_G;
					end
					else if ((i_SerialReady) && i_SerialData == 8'd13) begin
						r_STATE = s_COMPLETE;
					end
					else if ((i_SerialReady) && i_SerialData == 8'd45) begin
						o_ZDirection = 1'b1;
					end
					else if ((i_SerialReady) && (i_SerialData != 8'd32) && (i_SerialData != 8'd13) && (i_SerialData != 8'd45)) begin
						o_ZValue = o_ZValue << 8;
						o_ZValue[7:0] = i_SerialData;
					end
					else begin
						r_STATE = s_Z;
					end
				end
				s_E: begin
					if ((i_SerialReady) && i_SerialData == 8'd32) begin
						r_STATE = s_G;
					end
					else if ((i_SerialReady) && i_SerialData == 8'd13) begin
						r_STATE = s_COMPLETE;
					end
					else if ((i_SerialReady) && i_SerialData == 8'd45) begin
						o_EDirection = 1'b1;
					end
					else if ((i_SerialReady) && (i_SerialData != 8'd32) && (i_SerialData != 8'd13) && (i_SerialData != 8'd45)) begin
						o_EValue = o_EValue << 8;
						o_EValue[7:0] = i_SerialData;
					end
					else begin
						r_STATE = s_E;
					end
				end
				s_COMPLETE: begin
					if (r_CompleteCounter < 7'd100) begin
						o_LineComplete = 1'b1;
						r_CompleteCounter = r_CompleteCounter + 1'b1;
						r_STATE = s_COMPLETE;
					end
					else begin
						r_CompleteCounter = 7'd0;
						r_STATE = s_IDLE;
					end
				end
			endcase
		end
	end
	assign o_STATE = r_STATE;
endmodule
```
==> qor_table.md <==
| Group | Parameter | This run |
|:---|:---|:---|
| drt | Wire per inst | 19.21 microns |
| final timing | Endpoints failing hold | 0 |
| synthesis | Most used standard cell by instance count after synthesis | sky130_fd_sc_hd__dfrtp_1 |
| critical path | Setup slack of the most critical reg-to-reg path | 6.83 ns |
| critical path | Slowest cell on the critical path | sky130_fd_sc_hd__clkdlybuf4s50_1 |
| clock network | Root buffer cell | sky130_fd_sc_hd__clkbuf_16 |
| placement | Placement Setup Slack | 4.615 ns |
| critical path | Crit path arrival time | 5.07 ns |
| drt | Via count | 9907 |
| power | Leakage | 0.008115 uW |
| global routing | Antenna violations before repair | 0 |
| flow run | Max-Cap Viols | 0 |
| floorplan | Die height | 164.8 microns |
| floorplan | CORE AREA | 0.02598 sq mm |
| critical path | CP startpoint | i_SerialData[6] |
| synthesis | Area leader, netlist | sky130_fd_sc_hd__dfrtp_1 |
| critical path | Cells on worst reg2reg path | 6 |
| global routing | Total GRT Usage | 26.17% |
| critical path | CP Cell Sequence | clkdlybuf4s50_1 -> buf_4 -> or3_1 -> a211oi_2 -> nor3_2 -> buf_4 -> o21ai_4 -> buf_4 -> a22o_1 |
| critical path | Start-to-end type of the worst setup path | in2reg |
| clock network | TritonCTS clock tree | built |
| synthesis | Number of cell instances after yosys synthesis | 1084 |
| drt | M1 wire length | 14880 microns |
| synthesis | Most used DFF post-synth | sky130_fd_sc_hd__dfrtp_1 |
| final timing | Shortest clock period the worst path allows after layout | 4.633 ns |
| final timing | Number of max-slew violations in the final report | 0 |
| clock network | Total CTS buffers | 35 |
| flow run | OpenROAD warnings | 28 |
| synthesis | Post-synth EDFFs | 0 |
| clock network | Number of buffers on the longest clock path | 3 |
| critical path | Most repeated library cell on the critical path | sky130_fd_sc_hd__buf_4 |
| min path | Classification of the worst-slack hold path | reg2reg |
| power | Peak supply drop | 155.0 uV |
| synthesis | Per-instance average area after synthesis | 12.22 sq um |
| global routing | Largest net degree at the start of global routing | 124 |
| synthesis | Post-synthesis instance total | 1084 |
| final timing | Skew final | 0.008380 ns |
| min path | Hold_sp | o_LineComplete$_DFFE_PP0P_ |
| final timing | Max_slew headroom | 50.83% |
| synthesis | Post-synth ARST share | 100.0% |
| floorplan | Share of the core filled by cells before placement | 50.97% |
| drt | Top routing layer in use | met4 |
| power | Pwr Density | 159.3 mW/mm^2 |
| drt | Inserted Diodes | 0 |
| synthesis | Seq cells post-synth | 328 |
| drt | Met2 wire length | 15440 microns |
| synthesis | Synth cell count leaders | sky130_fd_sc_hd__dfrtp_1 (328), sky130_fd_sc_hd__a22o_1 (169), sky130_fd_sc_hd__nand2_1 (140), sky130_fd_sc_hd__mux2_2 (66), sky130_fd_sc_hd__o21ai_0 (39) |
| placement | Placer congestion estimate | 0.9263 |
| final timing | Aggregate negative setup slack | 0 ns |
| drt | DRC violation total after the first TritonRoute iteration | 739 |
| synthesis | Main area contributors | sky130_fd_sc_hd__dfrtp_1 (62%), sky130_fd_sc_hd__a22o_1 (11%), sky130_fd_sc_hd__mux2_2 (5.6%) |
| critical path | Critical path's largest stage delay | 0.57 ns |
| clock network | Sinks on the clock net | 328 |
| critical path | Maximum fanout along the worst path | 49 |
| floorplan | I/O pin count | 329 |
| global routing | Number of global-route vias before repair | 9474 |
| critical path | Endpoint of the worst register-to-register path | o_YValue[41]$_DFFE_PP0P_ |
| critical path | Element type at the critical path start | input pin |
| final timing | Unrepaired setup endpoints after global routing | no |
| synthesis | Total standard cell area after synthesis | 0.01324 sq mm |
| global routing | Total gr overflow | 0 |
| drt | Per-cell via count in the routed design | 5.651 |
| clock network | Clk Latency, worst-skew pair | 0.50 ns |
| clock network | Post-CTS Hold Fix Bufs | 0 |
| clock network | Cell resize tally after clock tree synthesis | 0 |
| final timing | Slew at the pin closest to its max-slew limit | 0.7376 ns |
| drt | Detail Route met3 WL | 2828 microns |
| global routing | Global-route wire length before repair | 52850 microns |
| critical path | Data required time of the critical path | 10.13 ns |
| final timing | FMAX | 215.8 MHz |
| placement | Post-detail-place hpwl | 21590 microns |
| critical path | Critical path capture point type | flip-flop |
| clock network | H-tree depth | 2 |
| synthesis | Distinct lib cells | 66 |
| drt | Wire length reported by the detailed router | 33680 microns |
| run status | Run status | finished, final reports clean |
| synthesis | Yosys stat chip area | 0.01324 sq mm |
| drt | Post-detailed-route count of antenna-violating nets | 0 |
| clock network | Clock slew at reported path FFs | 0.06 ns |
| placement | Buffers added on ports | 328 |
| floorplan | Die area | 0.02714 sq mm |
| cells and area | Synth-to-Final Area Change | 35.95% |
| drt | Remaining design rule violation count | 0 |
| synthesis | Synthesis Warnings | 2 |
| final timing | Fin worst setup slack | 5.067 ns |
| final timing | Setup Viol. Count Final | 0 |
| final timing | Period Utilization, post-route | 47.77% |
| critical path | End of the critical path | o_YValue[41]$_DFFE_PP0P_ |
| clock network | Post CTS Setup Buffer Count | 0 |
| synthesis | Share of the yosys chip area belonging to registers | 61.97% |
| cells and area | Layout cell share with drive strength beyond 1 | 12.55% |
| critical path | Start of the worst register-to-register path | r_STATE[0]$_DFFE_PP0P_ |
| floorplan | Standard-cell row count | 59 |
| synthesis | Top area contributor share | 61.97% |
| drt | Iteration count of the initial detailed-routing pass | 5 |
| floorplan | Horizontal die size | 164.8 microns |
## flip-flops by register name (all words and copies together) (netlist names)
signal / flops
r_STATE: 4
o_EValue: 48
o_YDirection: 1
o_YValue: 48
o_M1Value: 24
r_CompleteCounter: 7
o_FValue: 48
o_M2Value: 24
o_XDirection: 1
o_ZDirection: 1
o_XValue: 48
o_M3Value: 24
o_ZValue: 48
o_EDirection: 1
o_LineComplete: 1
## how the worst min path moves through the flow
stage,slack (ns),end,depth (start not counted)
after CTS,0.48,o_M3Value[20]$_DFFE_PP0P_,2
final,0.47,o_LineComplete$_DFFE_PP0P_,2
after global routing,0.50,o_M2Value[23]$_DFFE_PP0P_,2
## layout make-up
class | instances | area, sq um
multi-input combinational | 630 | 4524
inverter | 38 | 146.4
fill | 1850 | 7980
tap | 335 | 419.2
sequential | 328 | 8208
clock buffer | 52 | 1062
timing repair buffer | 360 | 3536
clock inverter | 10 | 108.9
## routing by layer
layer  GRT usage, %  vias to the layer above
li1               -                     4549
met1          44.10                     4958
met2          37.07                      354
met3          6.607                       46
met4          4.379                        0
met5              0                        -
## critical path, delay by kind of cell
kind | cells | cell delay [ns]
compound gates | 3 | 1.06
buf+inv | 4 | 1.55
simple gates | 2 | 0.50
## where the power goes
group / switching (uW) / leakage (uW) / internal, uW / total [uW]
registers: 19.7 / 0.00433 / 1390 / 1410
clock network: 512 / 0.000574 / 811 / 1320
logic: 72.2 / 0.00321 / 61.4 / 134
## kinds of logic (layout without fill, tap and decap cells)
group                      after synthesis  count (layout)  share of synthesized area, %
adders and majority gates                1               1                       0.09446
DFF                                    328             328                         61.97
buffers and inverters                  126             460                         4.402
and+or+nand+nor                        272             272                         9.750
xor gates and xnor gates                 2               2                        0.1323
muxes                                   97              97                         7.964
AOI/OAI and AO/OA                      258             258                         15.68
## through the flow
stage	area, sq um	instances	power (uW)	hold slack (ns)	util [%]
CTS	18000	1753	2906	0.4777	69.29
global route	18000	1753	2972	0.5040	69.29
detailed placement	16830	1691	1569	0.4599	64.78
floorplan	13250	1084	1488	0.4143	-
finish	18000	1753	2867	0.4734	69.29
global placement	16830	1691	1569	0.4490	64.78
## cell usage in the layout (no fill, tap or decap), types with 24 or more instances in the layout
cell	instances
sky130_fd_sc_hd__nand3_1	34
sky130_fd_sc_hd__mux2i_1	30
sky130_fd_sc_hd__inv_1	37
sky130_fd_sc_hd__clkdlybuf4s50_1	328
sky130_fd_sc_hd__nand2_1	140
sky130_fd_sc_hd__mux2_2	66
sky130_fd_sc_hd__buf_4	31
sky130_fd_sc_hd__a22o_1	169
sky130_fd_sc_hd__o21ai_0	38
sky130_fd_sc_hd__nor3_1	24
sky130_fd_sc_hd__dfrtp_1	328
sky130_fd_sc_hd__clkbuf_16	37
Power and IR drop assume default switching activity.
