$ cat design/flow/config.mk
export PLATFORM = sky130hd
export DESIGN_NAME = Temperature_Decoder
export DESIGN_NICKNAME = Temperature_Decoder
export VERILOG_FILES = /design/flow/design.v
export SDC_FILE = /design/flow/constraint.sdc
export NUM_CORES = 4
export LEC_CHECK = 1
export CORE_UTILIZATION = 50
$ cat design/flow/constraint.sdc
current_design Temperature_Decoder

set clk_period 7.9
set clk_io_pct 0.2

create_clock -name clk0 -period $clk_period [get_ports {i_Clock50MHz}]

set non_clock_inputs [all_inputs -no_clocks]
set_input_delay [expr $clk_period * $clk_io_pct] -clock clk0 $non_clock_inputs
set_output_delay [expr $clk_period * $clk_io_pct] -clock clk0 [all_outputs]
$ cat design/flow/design.v
`timescale 1ns / 1ps
module Temperature_Decoder(
	input i_Clock50MHz,
	input i_Reset,
	input i_SerialReady,
	input [7:0] i_SerialData,
	output reg [23:0] o_HotTempAscii,
	output reg [23:0] o_BedTempAscii,
	output reg o_LineComplete,
	output [1:0] o_STATE
   );
	localparam s_IDLE 	 = 4'd0;
	localparam s_HOT 		 = 4'd1;
	localparam s_BED 		 = 4'd2;
	localparam s_COMPLETE = 4'd3;
	reg [3:0] r_STATE;
	reg [6:0] r_CompleteCounter;
	initial begin
		o_HotTempAscii 	= 24'd0;
		o_BedTempAscii 	= 24'd0;
		o_LineComplete 	= 1'b0;
		r_STATE				= 4'd0;
		r_CompleteCounter = 7'd0;
	end
	always @(posedge i_Clock50MHz, posedge i_Reset) begin
		if (i_Reset) begin
			o_HotTempAscii 	= 24'd0;
			o_BedTempAscii 	= 24'd0;
			o_LineComplete 	= 1'b0;
			r_STATE				= 4'd0;
			r_CompleteCounter = 7'd0;
		end
		else begin
			case (r_STATE)
				s_IDLE: begin
					r_CompleteCounter = 7'd0;
					o_LineComplete 	= 1'b0;
					if ((i_SerialReady) && i_SerialData == 8'd32) begin
						r_STATE = s_IDLE;
					end
					else if ((i_SerialReady) && i_SerialData == 8'd13) begin
						r_STATE = s_IDLE;
					end
					else  if ((i_SerialReady) && i_SerialData == 8'd72) begin
						o_HotTempAscii = 24'd0;
						r_STATE  		= s_HOT;
					end
					else  if ((i_SerialReady) && i_SerialData == 8'd66) begin
						o_BedTempAscii = 24'd0;
						r_STATE  		= s_BED;
					end
					else begin
						r_STATE = s_IDLE;
					end
				end
				s_HOT: begin
					if ((i_SerialReady) && i_SerialData == 8'd13) begin
						r_STATE = s_COMPLETE;
					end
					else if ((i_SerialReady) && (i_SerialData != 8'd13)) begin
						o_HotTempAscii 	  = o_HotTempAscii << 8;
						o_HotTempAscii[7:0] = i_SerialData;
					end
					else begin
						r_STATE = s_HOT;
					end
				end
				s_BED: begin
					if ((i_SerialReady) && i_SerialData == 8'd13) begin
						r_STATE = s_COMPLETE;
					end
					else if ((i_SerialReady) && (i_SerialData != 8'd13)) begin
						o_BedTempAscii 	  = o_BedTempAscii << 8;
						o_BedTempAscii[7:0] = i_SerialData;
					end
					else begin
						r_STATE = s_BED;
					end
				end
				s_COMPLETE: begin
					if (r_CompleteCounter < 7'd100) begin
						o_LineComplete = 1'b1;
						r_CompleteCounter = r_CompleteCounter + 1'b1;
						r_STATE = s_COMPLETE;
					end
					else begin
						r_CompleteCounter = 7'd0;
						r_STATE = s_IDLE;
					end
				end
			endcase
		end
	end
	assign o_STATE = r_STATE[1:0];
endmodule
$ cat design/flow/run.sh
#!/bin/bash
# OpenROAD 26Q1-2900-gdf79404cd8, Yosys 0.63+post, stock flow scripts
make -C /OpenROAD-flow-scripts/flow DESIGN_CONFIG=/design/flow/config.mk WORK_HOME=/design/flow/orfs finish
==> impl_metrics.toml <==
# synthesis and place-and-route metrics
[clock_tree]
cts_setup_buffers = 0
cts.sinks = 58
hold_buffers = 0
cts_resized = 0
cts_root_buf = "clkbuf_8"
clockBufferDepth = 2
cts_buffers = 9
clock_latency_ps = 330
clk_pin_slew_ps = 60
htree_levels = 3
cts_tree = "yes"

[synthesis]
synth_area_per_cell_um2 = 10.3
synth_cells = 275
ys_warn_count = 1
numSynthFlops = 58
ys_seq_share_pct = 51.2
syn_area_um2 = 2840
yosysCellCount = 275
ys_area_um2 = 2840
synth_cell_types = 38

[routing]
final_antenna_net_count = 0
wl_per_cell_um = 12.6
vias_per_cell = 4.88
drtPass1Iterations = 4
drt_iter0_drc = 137
drc_errors = 0
diodes = 0
via_count = 2037
wl_um = 5240

[floorplanning]
chipArea_um2 = 5980
rows = 27
die_width_um = 77.3
fp_util_pct = 51.8
ios = 62
fp.dieH_um = 77.3
core_area_um2 = 5470

[global_route]
antenna_found_initial = 0
grt_pass1_vias = 2033
grt_max_degree = 59
grt_pass1_wl_um = 9090
grtUsageTotal_pct = 19.5
overflow = 0

[worst_setup_path]
start_kind = "input pin"
path_class = "in -> reg"
worstSetupEndpointType = "flop"
path_max_fanout = 5
worstPathArrival_ps = 3660
crit_start = "i_SerialData[1]"
r2r-start = "r_STATE[1]$_DFFE_PP0P_"
crit_required_ps = 8110

[power_and_ir_drop]
p_sw_share_pct = 25.9
vdd_drop_max_mv = 0.162
p_int_uw = 707
p_total_uw = 955
p_leak_uw = 0.00156
power_frac_comb_pct = 28.1
p_per_area_nw_per_um2 = 259
clkPwrFrac_pct = 26.7
p_sw_uw = 248
p_seq_share_pct = 45.2

[placement]
place_hpwl_um = 3430
port_buffers = 61
gp_congestion = 0.925
dp_cells = 402

[timing]
relSlewSlack_pct = 52.0
final.setup.tns_ps = 0
drv_slew = 0
finalHoldViolCount = 0
grt_setup_unrepaired = "no"
setup_violations = 0
worstMarginPinSlew_ps = 720
timing.fmax_mhz = 290
finalCriticalPeriod_ps = 3440
worst_clock_skew_ps = 4.51
period_used_pct = 43.6

[min_path]
hold_class = "reg -> reg"
holdCritStartpoint = "r_CompleteCounter[6]$_DFFE_PP0P_"

[layout]
area_growth_pct = 29.9
post_route_cells_drive_above_1_share_pct = 8.41
postLayoutCoreUtil_pct = 67.3
nFillCells = 429
fin_cells = 417
flop_area_um2 = 1450
comb_area_um2 = 1100

[run]
max_cap_violations = 0
warnings = 29

[run_status]
outcome = "finished, final reports clean"
-- layout by cell type, fill, tap and decap left out, drive strengths merged, types with 2 or more instances in the layout --
cell / count
a21o: 3
buf: 5
clkbuf: 13
clkdlybuf4s50: 61
clkinv: 2
dfrtp: 58
ha: 5
inv: 54
mux2: 2
mux2i: 48
nand2: 55
nand4: 2
nand4b: 2
nor2: 9
nor4b: 2
o22a: 2
xor2: 2
-- cell usage after synthesis --
library cell  count  area share, %
a21oi_1           1           0.18
a21o_1            3           0.79
xor2_1            2           0.62
buf_2             1           0.18
nor4b_1           1           0.31
nand3_1           1           0.18
a211oi_4          1           0.71
buf_6             2           0.79
a41oi_1           1           0.31
dfrtp_1          58             51
and3_1            1           0.22
and2_1            1           0.22
mux2_2            2           0.79
buf_8             2            1.1
nand2_1          55            7.3
a41o_2            1           0.40
nor4_1            1           0.22
o21bai_1          1           0.26
o221ai_1          1           0.31
a31oi_1           1           0.22
ha_1              5            2.2
mux2i_1          48             17
a221oi_4          1           0.93
nor3b_2           1           0.44
and4b_2           1           0.40
nand4_1           2           0.44
nor2b_1           1           0.22
inv_1            54            7.1
o311ai_0          1           0.31
nor2_1            9            1.2
o22a_1            2           0.62
a2bb2oi_1         1           0.31
nor3_1            1           0.18
nor4b_2           1           0.53
o21ai_0           1           0.18
nand4b_1          2           0.62
xnor2_1           1           0.31
clkbuf_1          6           0.79
-- critical path, cell delays in order --
cell             delay [ps]
clkdlybuf4s50_1         520
nor4_1                  680
a21o_1                  260
a2bb2oi_1               260
mux2_2                  360
-- sequential cells by signal, summed over array words and instances, names as in the netlist --
register,flops
r_CompleteCounter,7
r_STATE,2
o_HotTempAscii,24
o_BedTempAscii,24
o_LineComplete,1
-- worst paths after layout --
kind / cells after the start / slack [ps] / end
max: 5 / 4460 / r_STATE[1]$_DFFE_PP0P_
min reg2reg: 1 / 490 / r_CompleteCounter[6]$_DFFE_PP0P_
max reg2reg: 8 / 5700 / o_HotTempAscii[6]$_DFFE_PP0P_
max in group asynchronous: 3 / 5650 / o_LineComplete$_DFFE_PP0P_
min: 1 / 490 / r_CompleteCounter[6]$_DFFE_PP0P_
min in group asynchronous: 3 / 1780 / o_HotTempAscii[18]$_DFFE_PP0P_
-- per-stage QoR --
stage               hold slack, ps  instance area [um^2]  worst slack, ps
floorplan                      449                  2840             4890
global placement               477                  3490             4230
detailed placement             477                  3490             4180
CTS                            491                  3680             4490
global route                   533                  3680             4290
finish                         492                  3680             4460
-- cell type report --
class	instances	area share, %
clock buffers	13	4.86
clock inverters	2	0.272
inverters	54	5.50
multi-input cells	152	29.9
flip-flops and latches	58	39.4
well taps	72	2.45
repair buffers	66	17.6
-- metal layers --
layer  vias up  global-route usage [%]  wire length [um]
li1       1012                       -                 -
met1       964                    30.5              2620
met2        48                    30.4              2290
met3        13                    2.90               204
met4         0                    4.34               124
met5         -                       0                 0
-- cells by family after synthesis --
group,count (synthesis),synth area share (%)
AOI/OAI and AO/OA,16,5.52
xor gates and xnor gates,3,0.927
adders and majority gates,5,2.21
buffers and inverters,65,9.97
DFF,58,51.2
muxes,50,17.7
and+or+nand+nor,78,12.4
-- power groups by stage --
| stage | clock network [uW] | registers (uW) | logic [uW] |
|---|---|---|---|
| finish | 255 | 431 | 269 |
| global route | 273 | 443 | 298 |
| CTS | 262 | 432 | 274 |
Power figures rest on the tool's default switching activity, not on a simulated workload.
